===== flow/design.v =====
`timescale 1ns / 1ps
module kb(ps2_clk,rst,clk,ps2_data,kbsignal_u,kbsignal_l,kbsignal_r,kbsignal_d,kbsignal_get);
input ps2_clk;
input rst,clk;
input ps2_data;
output reg kbsignal_u;
output reg kbsignal_l;
output reg kbsignal_r;
output reg kbsignal_d;
output reg kbsignal_get;
reg[29:0]counter;
reg[3:0]num;
reg [7:0]temp_data;
always@(negedge ps2_clk or negedge rst)
begin
    if(!rst)begin
             temp_data<=8'b0;
             num<=4'b0;
             end
   else begin
            if(num <= 4'd9) begin
                num <= num + 1'b1;
                case(num)
                4'd0:   ;
                4'd1:   temp_data[0] <= ps2_data;
                4'd2:   temp_data[1] <= ps2_data;
                4'd3:   temp_data[2] <= ps2_data; 
                4'd4:   temp_data[3] <= ps2_data;
                4'd5:   temp_data[4] <= ps2_data;
                4'd6:   temp_data[5] <= ps2_data;
                4'd7:   temp_data[6] <= ps2_data;
                4'd8:   temp_data[7] <= ps2_data;
                4'd9:   ;
                4'd10:  ;
            endcase
            end
            else begin
                num <= 1'b0;
                temp_data <=0;
            end
        end
 end
 always@*begin
            case(temp_data)
                8'h1d:begin  
                     kbsignal_get<=0;
                     kbsignal_u<=1;
                     kbsignal_l<=0;
                     kbsignal_r<=0;
                     kbsignal_d<=0;    
                     end
                8'h1c:begin 
                     kbsignal_get<=0;
                     kbsignal_u<=0;
                     kbsignal_l<=1;
                     kbsignal_r<=0;
                     kbsignal_d<=0;   
                     end
                8'h1b:begin 
                     kbsignal_get<=0;
                     kbsignal_u<=0;
                     kbsignal_l<=0;
                     kbsignal_r<=0;
                     kbsignal_d<=1;   
                     end
                8'h23:begin 
                     kbsignal_get<=0;
                     kbsignal_u<=0;
                     kbsignal_l<=0;
                     kbsignal_r<=1;
                     kbsignal_d<=0;     
                     end
                8'h2b:begin 
                     kbsignal_get<=1;
                     kbsignal_u<=0;
                     kbsignal_l<=0;
                     kbsignal_r<=0;
                     kbsignal_d<=0;   
                     end
                default:begin 
                     kbsignal_get<=0;
                     kbsignal_u<=0;
                     kbsignal_l<=0;
                     kbsignal_r<=0;
                     kbsignal_d<=0;   
                     end
                endcase
      end
endmodule

===== flow/run.sh =====
#!/bin/bash
# OpenROAD 26Q1-2900-gdf79404cd8, Yosys 0.63+post, stock flow scripts
make -C /OpenROAD-flow-scripts/flow DESIGN_CONFIG=/design/flow/config.mk WORK_HOME=/design/flow/orfs finish

===== flow/config.mk =====
export PLATFORM = sky130hd
export DESIGN_NAME = kb
export DESIGN_NICKNAME = kb
export VERILOG_FILES = /design/flow/design.v
export SDC_FILE = /design/flow/constraint.sdc
export NUM_CORES = 4
export LEC_CHECK = 1
export CORE_AREA = 10 10 76 76
export DIE_AREA = 0 0 86 86

===== flow/constraint.sdc =====
current_design kb

set clk_period 1.8
set clk_io_pct 0.2

create_clock -name clk0 -period $clk_period [get_ports {ps2_clk}]

set non_clock_inputs [all_inputs -no_clocks]
set_input_delay [expr $clk_period * $clk_io_pct] -clock clk0 $non_clock_inputs
set_output_delay [expr $clk_period * $clk_io_pct] -clock clk0 [all_outputs]

==> flow_metrics.env <==
# yosys + openroad results
export IMPL_outcome="complete, but fails checks"
export IMPL_violations="setup timing"
export IMPL_first_pass_iters=4
export IMPL_fin_util_pct=24.3
export IMPL_chipHeight_um=86
export IMPL_viasPerCell=4.07
export IMPL_hold_violations=0
export IMPL_clkTransAtPathRegs_ps=40
export IMPL_slew_headroom_pct=75.5
export IMPL_die_w_um=86
export IMPL_rows=23
export IMPL_crit_path_start_kind="register"
export IMPL_synth_seq_cells=12
export IMPL_yosys_warnings=1
export IMPL_ys_seq_share_pct=43.2
export IMPL_clkLatencyLatePin_ps=250
export IMPL_crit_buf_inv=2
export IMPL_finish_instance_area_mm2=0.00100
export IMPL_port_buffers=7
export IMPL_dp_hpwl_um=1040
export IMPL_final_cell_mix="buf_4, dfrtn_1, nand2_1"
export IMPL_tns_ps=-3460
export IMPL_dp_cells=135
export IMPL_top_cell_area_share_pct=43.2
export IMPL_crit_chain="nor2_2 -> buf_4 -> nand2_4 -> nor4b_2 -> buf_2"
export IMPL_maxCapViolations=0
export IMPL_diodes=0
export IMPL_io_pins=9
export IMPL_worstMarginPinSlew_ps=366
export IMPL_warnings=33
export IMPL_antenna_found_initial=0
export IMPL_power_density_mw_per_mm2=552
export IMPL_detail_route_antenna_nets=0
export IMPL_yosysTopAreaCell="dfrtn_1"
export IMPL_grt_pass1_vias=555
export IMPL_grt_overflow_total=0
export IMPL_cp_arrival_ps=2180
export IMPL_slowest_delay_ps=350
export IMPL_wire_per_inst_um=10.1
export IMPL_hp_class="reg2reg"
export IMPL_fin_cells=148
export IMPL_slew_violations=0
export IMPL_syn2layout_area_growth_pct=44.1
export IMPL_ff_type="dfrtn_1"
export IMPL_vias=602
export IMPL_mostFrequentLayoutCell="buf_4"
export IMPL_critPathTopFamily="simple AND/OR/NAND/NOR gates"
export IMPL_avgSynthCellArea_um2=9.38
export IMPL_rsz0062_at_grt="yes"
export IMPL_ys_cells=74
export IMPL_irDropWorstVdd_v=0.000195
export IMPL_crit_type="reg2out"
export IMPL_edf_count=0
export IMPL_place_area_um2=876
export IMPL_drt_wl_total_um=1490
export IMPL_crit_required_ps=1440
export IMPL_cts_tree="done"
export IMPL_cts_buffers=3
export IMPL_core_mm2=0.00412
export IMPL_crit_path_top_delay_cell="dfrtn_1"
export IMPL_synth_cell_types=27
export IMPL_first_iter_violations=63
export IMPL_clock_skew_ps=0.660
export IMPL_fp_util_pct=16.9
export IMPL_ys_area_um2=694
export IMPL_layout_setup_ws_ps=-740
export IMPL_post_place_ws_ps=-814
export IMPL_layout_drive_gt1_share_pct=37.8
export IMPL_grt_pass1_wl_um=2550
export IMPL_critPathMaxFanout=2
export IMPL_grt_start_max_net_pins=14
export IMPL_topCellsByArea="dfrtn_1, ha_1, nand2_1"
export IMPL_cts_sinks=12
export IMPL_worst_setup_path_end_kind="output pin"
export IMPL_drc_errors=0
export IMPL_p_leak_nw=0.437
export IMPL_routabilityCongestion=0.849
export IMPL_cts_path_max_buffers=2
export IMPL_syn_inst=74
export IMPL_grt_total_usage_pct=4.15
export IMPL_htreeDepth=1
export IMPL_root_buffer="clkbuf_8"
export IMPL_setup_viol=5
export IMPL_postSynth_asyncResetShare_pct=100
export IMPL_chip_area_mm2=0.00740
export IMPL_synth_area_um2=694
final cells by class:
class / count / area, um2
fill: 419 / 3110
timing repair buffer: 25 / 191
sequential: 12 / 300
clock buffer: 3 / 41.3
inverter: 5 / 18.8
tap: 50 / 62.6
multi-input combinational: 53 / 387
worst reg2reg max path, stage by stage (launching register included):
cell and delay (ps):
dfrtn_1 450, inv_1 90, ha_1 230, o21ba_4 260
nor2b_2 330, o32ai_1 130
registers in the layout, summed over array words and instances (netlist names):
name and flops:
num 4, temp_data 8
kinds of logic (layout without fill, tap and decap cells):
| logic type | count (synthesis) | in the layout | share of synthesized area [%] |
|---|---|---|---|
| compound gates | 10 | 10 | 9.91 |
| xor+xnor | 1 | 1 | 1.26 |
| fa+ha+maj | 5 | 5 | 9.01 |
| buf+inv | 9 | 33 | 6.85 |
| flops | 12 | 12 | 43.2 |
| mux | 2 | 2 | 2.88 |
| simple gates | 35 | 35 | 26.8 |
synth_stat cells, drive strengths merged, types with 2 or more instances:
master,number
ha,5
nor2,4
nor2b,3
o21ai,2
buf,4
inv,5
nand3,7
nor4,3
mux2i,2
a21oi,4
nand2,11
dfrtn,12
power by group:
group | switching [mW] | leakage [nW] | internal (mW) | total (mW)
clock | 0.0898 | 0.0216 | 0.147 | 0.237
combinational | 0.0189 | 0.259 | 0.0193 | 0.0383
sequential | 0.00224 | 0.156 | 0.276 | 0.278
per-layer routing:
metal  global-route usage [%]  vias to the layer above  wire [um]
li1                         -                      304          -
met1                     6.03                      279        794
met2                     5.48                       17        572
met3                     2.00                        2        113
met4                    0.599                        0         12
met5                        0                        -          0
final timing paths:
| kind | startpoint | slack, ps | end | depth (start not counted) |
|---|---|---|---|---|
| min reg2reg | num[0] | 410 | num[0] | 1 |
| max in group asynchronous | rst | 430 | temp_data[2] | 2 |
| min | num[0] | 410 | num[0] | 1 |
| max | temp_data[6] | -740 | kbsignal_get | 5 |
| max reg2reg | num[1] | 140 | temp_data[0] | 5 |
| min in group asynchronous | rst | 1220 | temp_data[1] | 2 |
per-stage QoR:
stage               hold slack [ps]  total power, mW
finish                          415            0.553
global route                    422            0.581
CTS                             412            0.558
detailed placement              413            0.315
global placement                399            0.315
floorplan                       383            0.293
timing repair:
action,4_1_cts,5_1_grt
endpoints found under the hold margin,0,0
setup endpoints to repair,13,5
pin swaps,5,6
setup buffers,8,5
hold buffers,0,0
gates resized,21,3
gates cloned,0,0
No activity file was given, so power comes from the tool's default toggle rates.
